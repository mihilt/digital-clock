**./config.mk**
```make
export PLATFORM = sky130hd
export DESIGN_NAME = project
export DESIGN_NICKNAME = project
export VERILOG_FILES = /design/flow/design.v
export SDC_FILE = /design/flow/constraint.sdc
export NUM_CORES = 4
export LEC_CHECK = 1
export CORE_UTILIZATION = 30
```
**./constraint.sdc**
```tcl
current_design project

set clk_period 5.3
set clk_io_pct 0.2

create_clock -name clk0 -period $clk_period [get_ports {clk}]

set non_clock_inputs [all_inputs -no_clocks]
set_input_delay [expr $clk_period * $clk_io_pct] -clock clk0 $non_clock_inputs
set_output_delay [expr $clk_period * $clk_io_pct] -clock clk0 [all_outputs]
```
**./design.v**
```verilog
module button_pulse(clk, reset, button_in, button_out);
	input clk, reset;
	input button_in;
	output button_out;
	reg D0, D1;
	always @(posedge clk or posedge reset) begin
		if (reset) begin D0 <= 0; D1 <= 0; end
		else begin D0 <= button_in; D1 <= D0; end
	end
	assign button_out = ~D0 & D1;
endmodule
module converter(bin, bcd1, bcd0);
	input [4:0] bin;
	output [3:0] bcd1, bcd0;
	reg [3:0] bcd1, bcd0;	
        always @(bin) begin
           if (bin < 10) begin bcd1 = 10; bcd0 = bin; end
           else if (bin < 20) begin bcd1 = 1; bcd0 = bin + 6; end
           else begin bcd1 = 2; bcd0 = bin + 12; end
        end
endmodule
module counterN(clk, reset, enable, qout, tc);
    parameter N=24, M=5;
    input clk, reset;
    input enable;
    output [M-1:0] qout;
    output tc;
    reg [M-1:0] qout;
    assign tc = (qout==N-1) & enable;
    always @(posedge clk or posedge reset) begin
        if (reset) qout <= 0;
        else if (enable) begin
            if (qout==N-1) qout = 0;
            else qout <= qout + 1;
        end
    end
endmodule
module led(data, led);
	input [3:0] data;
   output [6:0] led;
	reg [6:0]led;
    always  @(data) begin
		case (data)
			0: led=7'b100_0000;
			1: led=7'b111_1001;
			2: led=7'b010_0100;
			3: led=7'b011_0000;
			4: led=7'b001_1001;
			5: led=7'b001_0010;
			6: led=7'b000_0010;
			7: led=7'b111_1000;
			8: led=7'b000_0000;
			9: led=7'b001_0000;
			default: led = 7'b111_1111;
		endcase
   	end
endmodule
module project(clk, reset, button1, button0, led5, led4, led3, led2, led1, led0, alarmon, what);
	input clk, reset, button1, button0;
	output [6:0] led5, led4, led3, led2, led1, led0, alarmon, what;
	reg [3:0] num0, num1, num2, num3, num4, num5;
	reg [6:0] alarmon, what;
	wire B1, B0, inc_hour, inc_min, stop, stop_start, stop_reset;
	wire [3:0] h1, h10;
	wire [4:0] hour_out;
	wire en_clock, en_sec, en_sec10, en_min, en_min10, en_hour;
	wire tc, tc_sec, tc_sec10, tc_min, tc_min10;
	wire [3:0] sec, min, hour1, hour10;
	wire [2:0] sec10, min10;
	wire [4:0] hour;
	button_pulse b0 (clk, ~reset, button0, B0);		
	button_pulse b1 (clk, ~reset, button1, B1);		
	statemachine st (set_clock, alarm_set_clock, inc_hour, inc_min, stop, stop_start, stop_reset, B0, B1, clk, ~reset);
	counterN #(50000000,26) u0 (clk, ~reset, en_clock,  , tc);   
	counterN #(10,4) u1 (clk, ~reset, en_sec, sec, tc_sec);
    counterN #(6,3)  u2 (clk, ~reset, en_sec10, sec10, tc_sec10);
    counterN #(10,4) u3 (clk, ~reset, en_min, min, tc_min);
    counterN #(6,3)  u4 (clk, ~reset, en_min10, min10, tc_min10);
    counterN #(24,5) u5 (clk, ~reset, en_hour, hour, );
	assign en_clock = (set_clock) ? 1'b0 : 1;
	assign en_sec = (set_clock) ? 1'b0 : tc;             
	assign en_sec10 = tc_sec;
	assign en_min = (set_clock) ? inc_min : tc_sec10;       
	assign en_min10 = tc_min;
	assign en_hour = (set_clock) ? inc_hour : tc_min10;     
	wire  alarm_en_clock, alarm_en_sec, alarm_en_sec10, alarm_en_min, alarm_en_min10, alarm_en_hour;
	wire  alarm_tc, alarm_tc_sec, alarm_tc_sec10, alarm_tc_min, alarm_tc_min10;
	wire  [3:0] alarm_sec, alarm_min;
	wire  [2:0] alarm_sec10, alarm_min10;
	wire  [4:0] alarm_hour;
    counterN #(10,4) u6 (clk, ~reset, alarm_en_min, alarm_min, alarm_tc_min);
    counterN #(6,3)  u7 (clk, ~reset, alarm_en_min10, alarm_min10, alarm_tc_min10);
    counterN #(24,5) u8 (clk, ~reset, alarm_en_hour, alarm_hour, );
	assign alarm_en_clock = (alarm_set_clock) ? 1'b0 : 1;
	assign alarm_en_sec = (alarm_set_clock) ? 1'b0 : alarm_tc;
	assign alarm_en_sec10 = alarm_tc_sec;
	assign alarm_en_min = (alarm_set_clock) ? inc_min : alarm_tc_sec10;
	assign alarm_en_min10 = alarm_tc_min;
	assign alarm_en_hour = (alarm_set_clock) ? inc_hour : alarm_tc_min10;
	wire stop_en_clock, stop_en_msec, stop_en_msec10, stop_en_sec, stop_en_sec10, stop_en_min, stop_en_min10;
	wire stop_tc, stop_tc_msec, stop_tc_msec10, stop_tc_sec, stop_tc_sec10, stop_tc_min, stop_tc_min10;
	wire [3:0] stop_msec, stop_msec10, stop_sec, stop_min;
	wire [2:0] stop_sec10, stop_min10;
	 counterN #(500000,26) u10 (clk, stop_reset, stop_en_clock,  , stop_tc);
	 counterN #(10,4) u11 (clk, stop_reset, stop_en_msec, stop_msec, stop_tc_msec);
	 counterN #(10,4) u12 (clk, stop_reset, stop_en_msec10, stop_msec10, stop_tc_msec10);
	 counterN #(10,4) u13 (clk, stop_reset, stop_en_sec, stop_sec, stop_tc_sec);
    counterN #(6,3)  u14 (clk, stop_reset, stop_en_sec10, stop_sec10, stop_tc_sec10);
    counterN #(10,4) u15 (clk, stop_reset, stop_en_min, stop_min, stop_tc_min);
    counterN #(6,3)  u16 (clk, stop_reset, stop_en_min10, stop_min10, stop_tc_min10);
	assign stop_en_clock = (stop) ? 1 : 1'b0;
	assign stop_en_msec = (stop_start) ? stop_tc : 1'b0;
	assign stop_en_msec10 = stop_tc_msec;
	assign stop_en_sec = stop_tc_msec10;
	assign stop_en_sec10 = stop_tc_sec;
	assign stop_en_min = stop_tc_sec10;
	assign stop_en_min10 = stop_tc_min;
	assign hour_out = (alarm_set_clock) ? alarm_hour : hour;	
	converter h0 (hour_out, h10, h1);
	always @* begin
		if (alarm_set_clock) begin	
			num5 = h10;
			num4 = h1;
			num3 = {1'b0, alarm_min10};
			num2 = alarm_min;
			num1 = 1'b0;
			num0 = 1'b0;
			what =7'b000_1000;
		end
		else if (stop) begin
			num5 = stop_min10;
			num4 = stop_min;
			num3 = stop_sec10;
			num2 = stop_sec;
			num1 = stop_msec10;
			num0 = stop_msec;
		end
		else begin
			num5 = h10;
			num4 = h1;
			num3 = {1'b0, min10};
			num2 = min;
			num1 = {1'b0, sec10};
			num0 = sec;
			what =7'b111_1111;
		end
	end
	led u31 (num0, led0);
	led u32 (num1, led1);
	led u33 (num2, led2);
	led u34 (num3, led3);
	led u35 (num4, led4);
	led u36 (num5, led5);
	always@ * begin
		if(alarm_hour == hour && alarm_min10 == min10 && alarm_min == min)
		alarmon =7'b000_1000;
		else
		alarmon =7'b111_1111; 
	end                                 
endmodule
module statemachine(set_clock, alarm_set_clock, inc_hour, inc_min, stop, stop_start, stop_reset, B0, B1, clk, reset);
	input	B0, B1, clk, reset;
	output	set_clock, alarm_set_clock, inc_hour, inc_min, stop, stop_start, stop_reset;
	reg		[3:0] state;
	parameter  S0 = 0, S10 = 1, S11 = 3, S12 = 2, S20 = 6, S21 = 4, S22 = 5, S30 = 7, S31 = 15, S32 = 14;
	always @(posedge clk or posedge reset)begin
		if(reset) state <= S0;
		else begin
			case (state)
				S0: if (B0) state <= S10;			
					else if (B1) state <= S30;
				S10: if (B0) state <= S20;		
			  	     else if (B1) state <= S11;
				S11: if (B1) state <= S12;			
				S12: if (B1) state <= S10;			
				S20: if (B0) state <= S0;			
				     else if (B1) state <= S21;
				S21: if (B1) state <= S22;		
				S22: if (B1) state <= S20;	
				S30: if (B0) state <= S31;		
					 else if (B1) state <= S0;
				S31: if (B0) state <= S32;
				S32: if (B0) state <= S30;
					 else if (B1) state <= S0;
				default: state <= S0;
			endcase
		end
	end
	assign set_clock = (state == S10 || state == S11 || state == S12);
	assign alarm_set_clock = (state == S20 || state == S21 || state == S22);
	assign inc_hour = (state == S11 || state == S21) && B0;
	assign inc_min = (state == S12 || state == S22) && B0;
	assign stop = (state == S30 || state == S31 || state == S32);
	assign stop_start = (state == S31);
	assign stop_reset = (state == S30);
endmodule
```
**./run.sh**
```bash
#!/bin/bash
# OpenROAD 26Q1-2900-gdf79404cd8, Yosys 0.63+post, stock flow scripts
make -C /OpenROAD-flow-scripts/flow DESIGN_CONFIG=/design/flow/config.mk WORK_HOME=/design/flow/orfs finish
```
==> GITHUB_STEP_SUMMARY <==
## Implementation flow summary

| Metric | Value |
|---|---|
| RSZ-0062 raised after global routing | `false` |
| Antenna Diode Count | `0` |
| Tightest Hold Check Type | `flip-flop to flip-flop` |
| Power, Total | `3.58 mW` |
| Ys Warns | `13` |
| Netlist Area Pre-Place | `7580 µm²` |
| Core area | `24500 µm²` |
| Yosys Instances | `831` |
| First-pass GRT wire length | `27400 µm` |
| Switching share of total power | `33.1%` |
| Leak | `4.04 nW` |
| Slew Viols, Final | `0` |
| Avg Inst Size Synth | `9.12 µm²` |
| H-tree level count | `4` |
| Area after DPL | `8360 µm²` |
| DP Wirelength | `11300 µm` |
| Cell internal pwr | `2.40 mW` |
| Setup tns final | `0 ps` |
| Yosys top cell by area | `dfrtp_1` |
| Die width | `161 µm` |
| Top cells by count | `dfrtp_1, nand2_1, nor2_1, xnor2_1, nand3_1` |
| CTS tree | `built` |
| XOR/XNOR share of the synthesized area | `9.48%` |
| Crit path DAT | `roughly 3900 ps` |
| Initial drt markers | `between 300 and 400` |
| Initial Util | `30.9%` |
| Cts repair resizes | `0` |
| Vias | `~5800` |
| Setup crit end kind | `output port` |
| Count of library flops with an enable pin | `0` |
| Clock Power Share | `approximately a third` |
| Register pins left without a clock | `1` |
| Power per Cell Area | `400 nW/µm²` |
| Net Sw Power | `1.18 mW` |
| Cell Type Count | `81` |
| Vias per Instance | `4.78` |
| Clock Skew | `slightly above 6 ps` |
| GRT Overall Usage | `around an eighth` |
| Largest net degree at the start of global routing | `49` |
| Io pins | `60` |
| Clock Pin Slew Worst Setup and Hold Paths | `roughly 60 ps` |
| Simple share | `25.0%` |
| Die height | `161 µm` |
| Fmax | `0.201 GHz` |
| Final setup vio count | `0` |
| Main synth FF type | `dfrtp_1` |
| Post-CTS setup buffer count | `0` |
| Post-synth ARST share | `about 99%` |
| Endpoints left unconstrained | `7` |
| Antenna violations before repair | `0` |
| OpenROAD warning count | `44` |
| Slew headroom | `44.9%` |
| Residual DRC | `0` |
| VDD IR max | `0.000331 V` |
| CTS Hold Bufs | `0` |
| Final Cell Area | `8950 µm²` |
| Synth mux share | `4.57%` |
| Main area contributors | `dfrtp_1, nand2_1, xnor2_1` |
| Synthesized registers | `around 120` |
| Critical path class | `flip-flop to output port` |
| Sequential share of power | `32.2%` |
| Drt total wl | `15700 µm` |
| Vias in the first global route | `roughly 5600` |
| Final min period | `4970 ps` |
| Slew @ Worst Pin | `803 ps` |
| Max-Cap Viols | `0` |
| Share of cells above drive strength 1 | `9.16%` |
| Comb area leader | `simple AND/OR/NAND/NOR gates` |
| Outcome | `finished clean` |
| Final Util | `36.5%` |
| Final tally of hold violations | `0` |
| Period utilization | `93.7%` |
| Max clock buf depth | `2` |
| Gate Count Post-Synth | `831` |
| Total grt overflow | `0` |
| PortBufs | `57` |
| Worst Path Max Fanout | `20` |
| P&R area growth vs syn | `18.1%` |
| Comb power frac | `36.3%` |
| Adders+Majority by Area | `roughly 5.0%` |
| Antenna-violating nets left | `0` |
| Yosys aoi share | `a little under an eighth` |
| Gpl congestion | `0.826` |
| Clock Latency Late Sink | `400 ps` |
| Site Rows | `57` |
| Chip area | `approximately 26000 µm²` |
| Worst Setup Start Kind | `flip-flop` |
| CTS Buf Count | `17` |
| Drt wl/cell | `13.0 µm` |
| CP required | `4240 ps` |
| Chip area line of the yosys report | `7580 µm²` |
| CTS Root Cell | `clkbuf_16` |
| First-pass detailed-route iteration total | `5` |
| Largest type area fraction | `39.0%` |
[stage by stage]
stage	std cells	setup slack, ps	hold WS (ps)
6_report	1208	333	422
2_1_floorplan	832	1230	366
3_3_place_gp	1176	785	418
4_1_cts	1208	315	438
3_5_place_dp	1176	772	423
5_1_grt	1208	38.1	447
[metal layers]
| metal | wire length [µm] | track usage [%] | part of all wire [%] | up-vias |
|---|---|---|---|---|
| met5 | 0 | 0 | 0 | - |
| met4 | 121 | 1.03 | 0.77 | 0 |
| met3 | 716 | 2.56 | 4.6 | 8 |
| met2 | 6870 | 20.0 | 44 | 118 |
| met1 | 7950 | 20.3 | 51 | 2691 |
| li1 | - | - | - | 2961 |
[logic make-up after synthesis]
logic type / count (synthesis)
AOI/OAI and AO/OA: 134
latches: 1
adders and majority gates: 30
muxes: 32
other: 1
DFF: 119
and+or+nand+nor: 359
xor gates and xnor gates: 82
buffers and inverters: 73
[registers in the layout, indices dropped and copies added (netlist names), 4 cells and up, named ones only]
register / cells
st.state: 7
u8.qout: 5
u11.qout: 4
u10.qout: 26
u13.qout: 4
u3.qout: 4
u1.qout: 4
u5.qout: 5
u12.qout: 4
u15.qout: 4
u0.qout: 26
u6.qout: 4
[final timing paths]
path | start | to | cells after the start | slack (ps)
min in group asynchronous | st.state[8]$_DFF_PN0_ | u11.qout[0]$_DFFE_PP0N_ | 2 | 620
min | b1.D0$_DFF_PN0_ | b1.D1$_DFF_PN0_ | 0 | 420
max in group asynchronous | reset | u6.qout[3]$_DFFE_PN0P_ | 3 | 3760
min reg2reg | b1.D0$_DFF_PN0_ | b1.D1$_DFF_PN0_ | 0 | 420
max | st.state[1]$_DFF_PN0_ | led4[0] | 10 | 330
max reg2reg | flip-flop | u10.qout[22]$_DFFE_PP0N_ | 7 | 2660
[final cells by class]
cell class | count | area, µm²
Tap cell | 324 | 405
Timing Repair Buffer | 65 | 626
Sequential cell | 120 | 2990
Clock buffer | 18 | 439
Inverter | 28 | 105
Clock inverter | 14 | 150
Multi-Input combinational cell | 639 | 4230
Fill cell | 2398 | 15600
[placed cells by master, fill, tap and decap left out, drive strengths merged, types with 22 or more instances in the layout]
cell / n
nand2: 118
dfrtp: 118
nor2: 69
clkdlybuf4s50: 56
xnor2: 49
nand3: 38
o21ai: 37
a21oi: 35
xor2: 33
inv: 31
ha: 30
nand4: 22
[power by group through the flow]
| stage | Sequential (mW) | Combinational [mW] | Clock, mW |
|---|---|---|---|
| CTS | 1.15 | 1.32 | 1.16 |
| global route | 1.18 | 1.48 | 1.20 |
| finish | 1.15 | 1.30 | 1.13 |
[critical path: stages, from the launching register on]
cell	delay, ps
dfrtp_1	410
or3_4	540
mux2i_1	170
ha_1	330
or4b_1	520
a211oi_1	220
a2bb2oi_1	350
a211o_1	210
nand2_1	80
o211ai_1	180
clkdlybuf4s50_1	480
Power and IR drop assume default switching activity.
